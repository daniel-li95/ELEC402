## flow/run.sh

```bash
#!/bin/bash
# OpenROAD 26Q1-2900-gdf79404cd8, Yosys 0.63+post, stock flow scripts
make -C /OpenROAD-flow-scripts/flow DESIGN_CONFIG=/design/flow/config.mk WORK_HOME=/design/flow/orfs finish
```

## flow/config.mk

```make
export PLATFORM = sky130hd
export DESIGN_NAME = P3Blender
export DESIGN_NICKNAME = P3Blender
export VERILOG_FILES = /design/flow/design.v
export SDC_FILE = /design/flow/constraint.sdc
export NUM_CORES = 4
export LEC_CHECK = 1
export CORE_UTILIZATION = 30
```

## flow/constraint.sdc

```tcl
current_design P3Blender

set clk_period 3.5
set clk_io_pct 0.2

create_clock -name clk0 -period $clk_period [get_ports {clk}]

set non_clock_inputs [all_inputs -no_clocks]
set_input_delay [expr $clk_period * $clk_io_pct] -clock clk0 $non_clock_inputs
set_output_delay [expr $clk_period * $clk_io_pct] -clock clk0 [all_outputs]
```

## flow/design.v

```verilog
module P3Blender(
input logic clk,
input logic reset,
input logic [4:0] Mode,
output logic [1:0] y);  
typedef enum logic [4:0] {
S0 = 5'b00000, 
S1 = 5'b00001,
S2 = 5'b00010,
S3 = 5'b00011,
S4 = 5'b00100,
S5 = 5'b00101,
S6 = 5'b00110,
S7 = 5'b00111,
S8 = 5'b01000,
S9 = 5'b01001,
S10 = 5'b01010,
S11 = 5'b01011,
S12 = 5'b01100,
S13 = 5'b01101,
S14 = 5'b01110,
S15 = 5'b01111,
S16 = 5'b10000,
S17 = 5'b10001,
S18 = 5'b10010,
S19 = 5'b10011,
S20 = 5'b10100,
S21 = 5'b10101,
S22 = 5'b10110,
S23 = 5'b10111,
S24 = 5'b11000,
PULSE33 = 5'b11101,
PULSE66 = 5'b11110,
PULSE100 = 5'b11111} statetype;
statetype state, nextstate;
always_ff @(posedge clk)
	if (reset) state <= S0;
	else state <= nextstate;
always_comb
	case (state)
		S0: 	if (Mode == 5'b11111) nextstate = PULSE100;  
			else if (Mode == 5'b11110) nextstate = PULSE66;
			else if (Mode == 5'b11101) nextstate = PULSE33;
			else if (Mode == 5'b00110) nextstate = S7;
			else if (Mode == 5'b01100) nextstate = S13;
			else if (Mode == 5'b10010) nextstate = S19;
			else nextstate = S1;
		S1: 	if (Mode == 5'b11111) nextstate = PULSE100; 
			else if (Mode == 5'b11110) nextstate = PULSE66;
			else if (Mode == 5'b11101) nextstate = PULSE33;
			else if (Mode == 5'b00110) nextstate = S8;
			else if (Mode == 5'b00111) nextstate = S8;
			else if (Mode == 5'b01100) nextstate = S14;
			else if (Mode == 5'b01101) nextstate = S14;
			else if (Mode == 5'b10010) nextstate = S20;
			else if (Mode == 5'b10011) nextstate = S20;
			else nextstate = S2;
		S2: 	if (Mode == 5'b11111) nextstate = PULSE100; 
			else if (Mode == 5'b11110) nextstate = PULSE66;
			else if (Mode == 5'b11101) nextstate = PULSE33;
			else if (Mode == 5'b00110) nextstate = S9;
			else if (Mode == 5'b00111) nextstate = S9;
			else if (Mode == 5'b01000) nextstate = S9;
			else if (Mode == 5'b01100) nextstate = S15;
			else if (Mode == 5'b01101) nextstate = S15;
			else if (Mode == 5'b01110) nextstate = S15;
			else if (Mode == 5'b10010) nextstate = S21;
			else if (Mode == 5'b10011) nextstate = S21;
			else if (Mode == 5'b10100) nextstate = S21;
			else nextstate = S3;
		S3: 	if (Mode == 5'b11111) nextstate = PULSE100; 
			else if (Mode == 5'b11110) nextstate = PULSE66;
			else if (Mode == 5'b11101) nextstate = PULSE33;
			else if (Mode == 5'b00110) nextstate = S10;
			else if (Mode == 5'b00111) nextstate = S10;
			else if (Mode == 5'b01000) nextstate = S10;
			else if (Mode == 5'b01001) nextstate = S10;
			else if (Mode == 5'b01100) nextstate = S16;
			else if (Mode == 5'b01101) nextstate = S16;
			else if (Mode == 5'b01110) nextstate = S16;
			else if (Mode == 5'b01111) nextstate = S16;
			else if (Mode == 5'b10010) nextstate = S22;
			else if (Mode == 5'b10011) nextstate = S22;
			else if (Mode == 5'b10100) nextstate = S22;
			else if (Mode == 5'b10101) nextstate = S22;
			else nextstate = S4;
		S4: 	if (Mode == 5'b11111) nextstate = PULSE100; 
			else if (Mode == 5'b11110) nextstate = PULSE66;
			else if (Mode == 5'b11101) nextstate = PULSE33;		
			else if (Mode == 5'b00110) nextstate = S11;
			else if (Mode == 5'b00111) nextstate = S11;
			else if (Mode == 5'b01000) nextstate = S11;
			else if (Mode == 5'b01001) nextstate = S11;
			else if (Mode == 5'b01010) nextstate = S11;	
			else if (Mode == 5'b01100) nextstate = S17;
			else if (Mode == 5'b01101) nextstate = S17;
			else if (Mode == 5'b01110) nextstate = S17;
			else if (Mode == 5'b01111) nextstate = S17;
			else if (Mode == 5'b10000) nextstate = S17;
			else if (Mode == 5'b10010) nextstate = S23;
			else if (Mode == 5'b10011) nextstate = S23;
			else if (Mode == 5'b10100) nextstate = S23;
			else if (Mode == 5'b10101) nextstate = S23;
			else if (Mode == 5'b10110) nextstate = S23;
			else nextstate = S5;
		S5: 	if (Mode == 5'b11111) nextstate = PULSE100; 
			else if (Mode == 5'b11110) nextstate = PULSE66;
			else if (Mode == 5'b11101) nextstate = PULSE33;
			else if (Mode == 5'b00110) nextstate = S6;
			else if (Mode == 5'b01100) nextstate = S12;
			else if (Mode == 5'b10010) nextstate = S18;
			else nextstate = S0;
		S6: 	if (Mode == 5'b11111) nextstate = PULSE100; 
			else if (Mode == 5'b11110) nextstate = PULSE66; 
			else if (Mode == 5'b11101) nextstate = PULSE33;
			else nextstate = S7;
		S7: 	if (Mode == 5'b11111) nextstate = PULSE100; 
			else if (Mode == 5'b11110) nextstate = PULSE66;
			else if (Mode == 5'b11101) nextstate = PULSE33;
			else nextstate = S8;
		S8: 	if (Mode == 5'b01111) nextstate = PULSE100; 
			else if (Mode == 5'b11110) nextstate = PULSE66;
			else if (Mode == 5'b11101) nextstate = PULSE33;
			else nextstate = S9;
		S9: 	if (Mode == 5'b11111) nextstate = PULSE100; 
			else if (Mode == 5'b11110) nextstate = PULSE66;
			else if (Mode == 5'b11101) nextstate = PULSE33;
			else nextstate = S10;
		S10: 	if (Mode == 5'b11111) nextstate = PULSE100; 
			else if (Mode == 5'b11110) nextstate = PULSE66;
			else if (Mode == 5'b11101) nextstate = PULSE33;
			else nextstate = S11;
		S11: 	if (Mode == 5'b11111) nextstate = PULSE100;  
			else if (Mode == 5'b11110) nextstate = PULSE66;
			else if (Mode == 5'b11101) nextstate = PULSE33;
			else if (Mode == 5'b00110) nextstate = S6;
			else if (Mode == 5'b01100) nextstate = S12;
			else if (Mode == 5'b10010) nextstate = S18;
			else nextstate = S0;
		S12: 	if (Mode == 5'b11111) nextstate = PULSE100;  
			else if (Mode == 5'b11110) nextstate = PULSE66;
			else if (Mode == 5'b11101) nextstate = PULSE33;
			else if (Mode == 5'b00110) nextstate = S7;
			else if (Mode == 5'b10010) nextstate = S19;
			else nextstate = S13;
		S13: 	if (Mode == 5'b11111) nextstate = PULSE100; 
			else if (Mode == 5'b11110) nextstate = PULSE66;
			else if (Mode == 5'b11101) nextstate = PULSE33;
			else if (Mode == 5'b00110) nextstate = S8;
			else if (Mode == 5'b00111) nextstate = S8;
			else if (Mode == 5'b10010) nextstate = S20;
			else if (Mode == 5'b10011) nextstate = S20;
			else nextstate = S14;
		S14: 	if (Mode == 5'b11111) nextstate = PULSE100; 
			else if (Mode == 5'b11110) nextstate = PULSE66;
			else if (Mode == 5'b11101) nextstate = PULSE33;
			else if (Mode == 5'b00110) nextstate = S9;
			else if (Mode == 5'b00111) nextstate = S9;
			else if (Mode == 5'b01000) nextstate = S9;
			else if (Mode == 5'b10010) nextstate = S21;
			else if (Mode == 5'b10011) nextstate = S21;
			else if (Mode == 5'b10100) nextstate = S21;
			else nextstate = S15;
		S15: 	if (Mode == 5'b11111) nextstate = PULSE100; 
			else if (Mode == 5'b11110) nextstate = PULSE66;
			else if (Mode == 5'b11101) nextstate = PULSE33;
			else if (Mode == 5'b00110) nextstate = S10;
			else if (Mode == 5'b00111) nextstate = S10;
			else if (Mode == 5'b01000) nextstate = S10;
			else if (Mode == 5'b01001) nextstate = S10;
			else if (Mode == 5'b10010) nextstate = S22;
			else if (Mode == 5'b10011) nextstate = S22;
			else if (Mode == 5'b10100) nextstate = S22;
			else if (Mode == 5'b10101) nextstate = S22;
			else nextstate = S16;
		S16: 	if (Mode == 5'b11111) nextstate = PULSE100; 
			else if (Mode == 5'b11110) nextstate = PULSE66;
			else if (Mode == 5'b11101) nextstate = PULSE33;		
			else if (Mode == 5'b00110) nextstate = S11;
			else if (Mode == 5'b00111) nextstate = S11;
			else if (Mode == 5'b01000) nextstate = S11;
			else if (Mode == 5'b01001) nextstate = S11;
			else if (Mode == 5'b01010) nextstate = S11;	
			else if (Mode == 5'b10010) nextstate = S23;
			else if (Mode == 5'b10011) nextstate = S23;
			else if (Mode == 5'b10100) nextstate = S23;
			else if (Mode == 5'b10101) nextstate = S23;
			else if (Mode == 5'b10110) nextstate = S23;
			else nextstate = S17;
		S17: 	if (Mode == 5'b11111) nextstate = PULSE100; 
			else if (Mode == 5'b11110) nextstate = PULSE66;
			else if (Mode == 5'b11101) nextstate = PULSE33;
			else if (Mode == 5'b00110) nextstate = S6;
			else if (Mode == 5'b01100) nextstate = S12;
			else if (Mode == 5'b10010) nextstate = S18;
			else nextstate = S0;
		S18: 	if (Mode == 5'b11111) nextstate = PULSE100; 
			else if (Mode == 5'b11110) nextstate = PULSE66; 
			else if (Mode == 5'b11101) nextstate = PULSE33;
			else if (Mode == 5'b00110) nextstate = S7;
			else nextstate = S19;
		S19: 	if (Mode == 5'b11111) nextstate = PULSE100; 
			else if (Mode == 5'b11110) nextstate = PULSE66;
			else if (Mode == 5'b11101) nextstate = PULSE33;
			else if (Mode == 5'b00110) nextstate = S8;
			else if (Mode == 5'b00111) nextstate = S8;
			else nextstate = S20;
		S20: 	if (Mode == 5'b01111) nextstate = PULSE100; 
			else if (Mode == 5'b11110) nextstate = PULSE66;
			else if (Mode == 5'b11101) nextstate = PULSE33;
			else if (Mode == 5'b00110) nextstate = S9;
			else if (Mode == 5'b00111) nextstate = S9;
			else if (Mode == 5'b01000) nextstate = S9;
			else nextstate = S21;
		S21: 	if (Mode == 5'b11111) nextstate = PULSE100;
			else if (Mode == 5'b11110) nextstate = PULSE66;
			else if (Mode == 5'b11101) nextstate = PULSE33;
			else if (Mode == 5'b00110) nextstate = S10;
			else if (Mode == 5'b00111) nextstate = S10;
			else if (Mode == 5'b01000) nextstate = S10;
			else if (Mode == 5'b01001) nextstate = S10;
			else nextstate = S22;
		S22: 	if (Mode == 5'b11111) nextstate = PULSE100; 
			else if (Mode == 5'b11110) nextstate = PULSE66;
			else if (Mode == 5'b11101) nextstate = PULSE33;
			else if (Mode == 5'b00110) nextstate = S11;
			else if (Mode == 5'b00111) nextstate = S11;
			else if (Mode == 5'b01000) nextstate = S11;
			else if (Mode == 5'b01001) nextstate = S11;
			else if (Mode == 5'b01010) nextstate = S11;	
			else nextstate = S23;
		S23: 	if (Mode == 5'b11111) nextstate = PULSE100;  
			else if (Mode == 5'b11110) nextstate = PULSE66;
			else if (Mode == 5'b11101) nextstate = PULSE33;
			else if (Mode == 5'b00110) nextstate = S6;
			else if (Mode == 5'b01100) nextstate = S12;
			else if (Mode == 5'b10010) nextstate = S18;
			else nextstate = S0;
		PULSE33: if (Mode == 5'b11101) nextstate = PULSE33;  
			else nextstate = S0;
		PULSE66: if (Mode == 5'b11110) nextstate = PULSE66; 
			else nextstate = S0;
		PULSE100: if (Mode == 5'b11111) nextstate = PULSE100; 
			else nextstate = S0;  
		default: nextstate = S0;  
	endcase
assign y = (state == 5'b11111)?  2'b11 : 
	((state == 5'b11110)? 2'b10 : 
	((state == 5'b11101)? 2'b01 : ((state >= 5'b10010)? 2'b10: ((state >= 5'b01100)? 2'b01 : (state >= 5'b00110)? 2'b11 : 2'b00)))); 
endmodule
```

==> flow_summary.rst <==
Flow metrics
------------

.. list-table::
   :header-rows: 1

   * - Metric
     - Value
   * - Run status
     - finished clean
   * - Drt initial violations
     - 164
   * - Flip-flops with a built-in enable
     - 0
   * - Post-layout period usage
     - 0.771
   * - Crit path time final
     - 2.70 ns
   * - Total of fill cells in the finished design
     - 621
   * - Leftover overflow at the end of global routing
     - 0
   * - Category of the critical setup timing path
     - reg2out
   * - Reg clk slew, reported paths
     - 0.09 ns
   * - Post-synthesis register bit count
     - 27
   * - Largest register FFs
     - 27
   * - Floorplan die width
     - 81.3 microns
   * - Capturing element type of the critical path
     - output pin
   * - Total wire length
     - 5710 microns
   * - Final-report hold violation count
     - 0
   * - Switching power total
     - 0.182 mW
   * - Ratio of routed vias to standard cells
     - 6.12
   * - Area fraction in xor and xnor cells
     - 0.0232
   * - Actual slew at the worst max-slew pin
     - 0.666 ns
   * - Latency at later pin
     - 0.27 ns
   * - Endpoint of the worst setup timing path
     - y[1]
   * - Setup Skew
     - 0.00388 ns
   * - CTS Root Buffer Type
     - sky130_fd_sc_hd__clkbuf_8
   * - Sink count of the clock tree
     - 27
   * - DR WL/cell
     - 18.3 microns
   * - Worst hold path type
     - reg2reg
   * - Pin count of the biggest net entering global routing
     - 29
   * - IO buf count
     - 8
   * - Global-route usage over all layers
     - 0.191
   * - Post-synthesis compound-gate area fraction
     - 0.296
   * - FF-to-FF path depth
     - 4
   * - Count of H-tree levels built during CTS
     - 1
   * - Number of ports placed on the die boundary
     - 9
   * - Reg2reg setup slack
     - 1.85 ns
   * - End of the worst register-to-register path
     - state[26]
   * - Share of cells above drive strength 1
     - 0.105
   * - Unrepaired setup endpoints after global routing
     - false
   * - Fmax
     - 371 MHz
   * - Post-route setup slack
     - 0.802 ns
   * - Critical R2R Launch
     - state[24]
   * - Remaining DRCs
     - 0
   * - Arrival time at the worst endpoint
     - 2.00 ns
   * - Internal power
     - 0.439 mW
   * - Average footprint of a synthesized cell
     - 8.07 sq um
   * - Number of antenna violations at the first check in global routing
     - 0
   * - Via count
     - 1909
   * - Post-synth design cell area
     - 1890 sq um
   * - Final setup fails
     - 0
   * - Effective utilization at floorplan
     - 0.315
   * - Required time worst endpoint
     - 2.80 ns
   * - Startpoint types
     - flop
   * - Pre-CTS setup slack
     - 0.703 ns
   * - Worst-path fanout max
     - 4
   * - Count of warning messages emitted by the tools
     - 25
   * - Register bank with the most flops
     - state
   * - Detailed placement HPWL
     - 4230 microns
   * - Router iterations before antenna repair
     - 7
   * - First element of the critical path
     - state[11]
   * - Post-CTS setup-driven buffer insertion count
     - 0
   * - Die area
     - 6610 sq um
   * - Syn. warnings
     - 1
   * - Number of maximum-capacitance constraint violations
     - 0
   * - Number of cells in the yosys synthesis report
     - 234
   * - Area added between synthesis and finish
     - 7.82%
   * - Pwr dens
     - 305 nW/um^2
   * - Vias in the first global route
     - 1689
   * - Number of buffers on the longest clock path
     - 2
   * - Unique cell types
     - 60
   * - Last weighted congestion value of the routability-driven placer
     - 0.972
   * - Wire length of the first global-routing pass
     - 9290 microns
   * - Synthesized chip area reported by yosys
     - 1890 sq um
   * - Net switching share of the total power
     - 0.293
   * - Largest registers ranked by flip-flop count
     - state (27)
   * - Number of max-slew violations in the final report
     - 0
   * - Biggest combinational cell group after synthesis
     - AND-OR/OR-AND gates
   * - Core Area
     - 5990 sq um
   * - Final total negative setup slack
     - 0 ns
   * - Instance count along the most critical hold path
     - 2
   * - Number of hold-repair buffers added at the cts stage
     - 0
   * - Combinational cell fraction of total power
     - 0.208
   * - Highest ir drop seen on vdd
     - 0.130 mV
   * - Cts bufs inserted
     - 3
   * - Routed Antenna Nets
     - 0
   * - TritonCTS clock tree
     - done
   * - Resize count post-CTS
     - 0
   * - Diodes inserted
     - 0
   * - Number of rows created at floorplan
     - 28
   * - Worst rel slew slack
     - 0.545
   * - Relative contribution of the clock network to total power
     - 0.281
   * - Post-synthesis async set-or-reset flop share
     - 0
   * - Basic-gate share of the synthesized area counting and, or, nand and nor cells
     - 0.284
   * - Proportion of synthesized area in mux cells
     - 0.0159
   * - Dominant flop cell
     - sky130_fd_sc_hd__dfxtp_1
   * - Leakage
     - 0.705 nW
   * - Die height
     - 81.3 microns
   * - Synthesized-area fraction occupied by adder cells
     - 0
   * - Flop pwr share
     - 0.511
   * - Instance tally after logic synthesis
     - 234
   * - Seq/Total Area, Yosys
     - 0.286
## critical path: stages (launching register included)
cell and delay (ns):
sky130_fd_sc_hd__dfxtp_1 0.37, sky130_fd_sc_hd__nor3_1 0.20, sky130_fd_sc_hd__nand2_1 0.15, sky130_fd_sc_hd__o311a_1 0.34
sky130_fd_sc_hd__o21ai_0 0.18, sky130_fd_sc_hd__clkdlybuf4s50_1 0.49
## power by group through the flow
stage     logic, mW  registers, mW  clock network, mW
4_1_cts       0.126          0.317              0.177
5_1_grt       0.141          0.318              0.191
6_report      0.129          0.317              0.174
## worst min-delay path by stage
stage	from	to
finish	state[8]	state[22]
global route	state[7]	state[21]
CTS	state[8]	state[22]
## layer usage
layer  part of all wire  vias up  GRT usage
met5                  0        -          0
met3               0.10       11     0.0376
met2               0.42      119      0.267
li1                   -      892          -
met1               0.46      887      0.302
met4              0.016        0     0.0393
## layout make-up
cell class                      instances  area [sq um]  area share
Timing Repair Buffer                   16           140      0.0688
Clock inverter                          1          5.00     0.00246
Multi-Input combinational cell        178          1170       0.575
Sequential cell                        27           541       0.266
Clock buffer                            3          41.3      0.0203
Inverter                               12          45.0      0.0221
Tap cell                               75          93.8      0.0461
## layout by cell type, fill, tap and decap left out, types with 3 or more instances in the layout
cell type                         count
sky130_fd_sc_hd__dfxtp_1             27
sky130_fd_sc_hd__nand2_1             18
sky130_fd_sc_hd__nor2_1              18
sky130_fd_sc_hd__o21ai_0             13
sky130_fd_sc_hd__nor3_1              12
sky130_fd_sc_hd__nand3_1             12
sky130_fd_sc_hd__a21oi_1             11
sky130_fd_sc_hd__inv_1               10
sky130_fd_sc_hd__clkdlybuf4s50_1      8
sky130_fd_sc_hd__buf_4                8
sky130_fd_sc_hd__nor2b_1              6
sky130_fd_sc_hd__o31ai_1              6
sky130_fd_sc_hd__nor4_1               5
sky130_fd_sc_hd__xnor2_1              4
sky130_fd_sc_hd__and3_1               3
sky130_fd_sc_hd__o32ai_1              3
sky130_fd_sc_hd__or3_1                3
sky130_fd_sc_hd__a2111oi_0            3
sky130_fd_sc_hd__o211ai_1             3
sky130_fd_sc_hd__nand2b_1             3
sky130_fd_sc_hd__a211oi_1             3
sky130_fd_sc_hd__mux2i_1              3
sky130_fd_sc_hd__a31oi_1              3
sky130_fd_sc_hd__o221ai_1             3
sky130_fd_sc_hd__clkbuf_8             3
## per-stage QoR
stage | util | area [sq um] | total power [mW] | hold WS [ns] | instances
floorplan | - | 1890 | 0.417 | 0.425 | 234
global placement | 0.332 | 1990 | 0.451 | 0.474 | 308
detailed placement | 0.332 | 1990 | 0.449 | 0.475 | 308
CTS | 0.340 | 2040 | 0.619 | 0.493 | 312
global route | 0.340 | 2040 | 0.650 | 0.537 | 312
finish | 0.340 | 2040 | 0.621 | 0.485 | 312
## cell usage after synthesis (3+ instances only)
library cell	number	area share
sky130_fd_sc_hd__dfxtp_1	27	0.29
sky130_fd_sc_hd__nand2_1	18	0.036
sky130_fd_sc_hd__nor2_1	18	0.036
sky130_fd_sc_hd__o21ai_0	13	0.034
sky130_fd_sc_hd__nand3_1	12	0.032
sky130_fd_sc_hd__nor3_1	12	0.032
sky130_fd_sc_hd__a21oi_1	11	0.029
sky130_fd_sc_hd__inv_1	10	0.020
sky130_fd_sc_hd__buf_4	6	0.024
sky130_fd_sc_hd__buf_6	6	0.036
sky130_fd_sc_hd__nor2b_1	6	0.020
sky130_fd_sc_hd__o31ai_1	6	0.024
sky130_fd_sc_hd__nor4_1	5	0.017
sky130_fd_sc_hd__clkbuf_1	4	0.0079
sky130_fd_sc_hd__xnor2_1	4	0.019
sky130_fd_sc_hd__a2111oi_0	3	0.014
sky130_fd_sc_hd__a211oi_1	3	0.012
sky130_fd_sc_hd__a31oi_1	3	0.0099
sky130_fd_sc_hd__and3_1	3	0.0099
sky130_fd_sc_hd__mux2i_1	3	0.016
sky130_fd_sc_hd__nand2b_1	3	0.0099
sky130_fd_sc_hd__o211ai_1	3	0.012
sky130_fd_sc_hd__o221ai_1	3	0.014
sky130_fd_sc_hd__o32ai_1	3	0.014
sky130_fd_sc_hd__or3_1	3	0.0099
## kinds of logic after synthesis
kind of cell / after synthesis
AND-OR/OR-AND: 75
XOR/XNOR: 5
buffers and inverters: 29
flip-flops: 27
multiplexers: 3
AND/OR/NAND/NOR: 95
Power figures rest on the tool's default switching activity, not on a simulated workload.
